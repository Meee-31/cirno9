[flow/config.mk]
export PLATFORM = sky130hd
export DESIGN_NAME = iob2apb
export DESIGN_NICKNAME = iob2apb
export VERILOG_FILES = /design/flow/design.v
export SDC_FILE = /design/flow/constraint.sdc
export NUM_CORES = 4
export LEC_CHECK = 1
export CORE_UTILIZATION = 30
[flow/constraint.sdc]
current_design iob2apb

set clk_period 2.7
set clk_io_pct 0.2

create_clock -name clk0 -period $clk_period [get_ports {clk}]

set non_clock_inputs [all_inputs -no_clocks]
set_input_delay [expr $clk_period * $clk_io_pct] -clock clk0 $non_clock_inputs
set_output_delay [expr $clk_period * $clk_io_pct] -clock clk0 [all_outputs]
[flow/design.v]
module dffl # (parameter DW = 32)
 (
  input               lden, 
  input      [DW-1:0] dnxt,
  output     [DW-1:0] qout,
  input               clk 
);
reg [DW-1:0] qout_r;
always @(posedge clk)
begin : DFFL_PROC
  if (lden == 1'b1)
    qout_r <= #1 dnxt;
end
assign qout = qout_r;
endmodule
module dfflr # (
  parameter DW = 32,
  parameter RDT = 0
  ) (
  input               lden, 
  input      [DW-1:0] dnxt,
  output     [DW-1:0] qout,
  input               clk,
  input               rst_n
);
reg [DW-1:0] qout_r;
always @(posedge clk or negedge rst_n)
begin : DFFLR_PROC
  if (rst_n == 1'b0)
    qout_r <= RDT;
  else if (lden == 1'b1)
    qout_r <= #1 dnxt;
end
assign qout = qout_r;
endmodule
module iob2apb (
    input         clk,
    input         rst_n,
    output [11:0] paddr,
    output        psel,
    output        penable,
    output        pwrite,
    output [31:0] pwdata,
    input         pready,
    input  [31:0] prdata,
    input         pslverr,
    input         ibval,
    output        ibrdy,
    input  [31:0] ibadr,
    input  [3:0]  ibwen,
    input  [31:0] ibwdat,
    output [31:0] ibrdat
    );
    localparam IDLE=1'h0, SETUP=1'h1;
    wire state_r;
    wire isidle = (state_r == IDLE);
    wire state_nx = (state_r == IDLE) ? SETUP : IDLE;
    wire state_en = ((state_r == IDLE)  & ibval )
                  | ((state_r == SETUP) & pready);
    dfflr #(1, 1'b0) stated (state_en, state_nx,    state_r, clk, rst_n);
    dffl  #(12)      adrd   (isidle,   ibadr[11:0], paddr,   clk);
    dffl  #(1)       wend   (isidle,   (| ibwen),   pwrite,  clk);
    dffl  #(32)      wdatd  (isidle,   ibwdat,      pwdata,  clk);
    assign psel    = (state_r == IDLE) ? ibval : 1'b1;
    assign penable = (state_r == IDLE) ? 1'b0 : 1'b1;
    assign ibrdy   = ((state_r == SETUP) & pready);
    assign ibrdat  = prdata;
endmodule
[flow/run.sh]
#!/bin/bash
# OpenROAD 26Q1-2900-gdf79404cd8, Yosys 0.63+post, stock flow scripts
make -C /OpenROAD-flow-scripts/flow DESIGN_CONFIG=/design/flow/config.mk WORK_HOME=/design/flow/orfs finish
==> flow_summary.json <==
{
  "run_status": "completed",
  "startpoint_type": "input port",
  "cp_top_family": "buffers and inverters",
  "max-slew-margin-rel_pct": 64.9,
  "gr-total-overflow": 0,
  "cts.repair.resized": 0,
  "clockRootBuffer": "clkbuf_8",
  "area_growth_pct": 56.3,
  "io_pins": 185,
  "ys_area_um2": 1650,
  "grt.total_usage_pct": 10.9,
  "htreeDepth": 2,
  "tns_ns": 0,
  "synth_cell_types": 7,
  "worst-path-buf-inv": 2,
  "antenna_left": 0,
  "worstPathRequired_ns": 2.16,
  "cts-hold-fix-buffers": 0,
  "avgSynthCellArea_um2": 19.6,
  "gp_congestion": 0.744,
  "share_comb_of_total_power_pct": 15.5,
  "critical-path-max-stage-delay_ns": 0.46,
  "power_leakage_nw": 0.895,
  "p_per_area_nw_per_um2": 587,
  "totalWireLength_um": 2940,
  "grt_max_degree": 27,
  "fin_total_pwr_mw": 1.51,
  "path_cells": "clkdlybuf4s50_1, and2_1, clkdlybuf4s50_1",
  "drt_first_pass_iters": 4,
  "worstPathArrival_ns": 1.58,
  "ys_seq_elements": 46,
  "dp.cells": 222,
  "hold_viol": 0,
  "die_h_um": 76.1,
  "syn_inst": 84,
  "dp_hpwl_um": 2260,
  "postCtsSetupBuffers": 0,
  "drc": 0,
  "synth.yosys.warnings": 4,
  "coreArea_um2": 5200,
  "worstHoldPathType": "in -> async",
  "clockBufferDepth": 2,
  "tool_warnings": 46,
  "cts_tree": "done",
  "cp_max_fo": 2,
  "p_sw_share_pct": 18.4,
  "grt_pass1_vias": 962,
  "path_clk_slew_ns": 0.08,
  "p_switching_mw": 0.278,
  "clkPwrFrac_pct": 25.2,
  "seq_power_share_pct": 59.3,
  "ys_seq_share_pct": 83.7,
  "end_kind": "output pin",
  "fp_util_pct": 31.6,
  "fmax_ghz": 0.471,
  "p_int_mw": 1.23,
  "routedWlPerCell_um": 12.8,
  "clk_latency_ns": 0.29,
  "cpMaxStageDelayCell": "clkdlybuf4s50_1",
  "die_area_um2": 5780,
  "num_antenna_cells": 0,
  "path_common_cell": "clkdlybuf4s50_1",
  "cap_violations": 0,
  "finalSetupViolations": 0,
  "numPortBuffers": 99,
  "dr_total_vias": 922,
  "cts_sinks": 46,
  "numCtsBuffers": 5,
  "maxSlewViolCount": 0,
  "rsz0062_at_grt": "false",
  "critPathKind": "in -> out",
  "layout.cells.non_filler": 230,
  "drt-initial-drc-count": 7,
  "antenna_found_initial": 0,
  "tightest_slew_ns": 0.526,
  "num_rows": 26,
  "synth_area_um2": 1650,
  "yosysCellCount": 84,
  "min_period_over_period_pct": 78.7,
  "drive_gt1_share_pct": 5.00,
  "vdd_ir_drop_max_mv": 0.254,
  "die_w_um": 76.1,
  "finClkSkew_ns": 0.00442,
  "grt_pass1_wl_um": 4640,
  "viasPerCell": 4.01,
  "finalCriticalPeriod_ns": 2.12
}
## cells in the mapped netlist
| master | number | area [um^2] |
|---|---|---|
| or4_1 | 1 | 7.51 |
| inv_1 | 2 | 7.51 |
| edfxtp_1 | 45 | 1350 |
| dfrtp_1 | 1 | 25.0 |
| and2_1 | 1 | 6.26 |
| buf_4 | 32 | 240 |
| nor2_1 | 2 | 7.51 |
## cell families after synthesis
logic type / after synthesis / synth area share (%)
simple gates: 4 / 1.29
flops: 46 / 83.7
buf+inv: 34 / 15.1
## registers in the layout, summed over array words and instances, names as in the netlist
register       cells
wend.qout_r        1
wdatd.qout_r      32
stated.qout_r      1
adrd.qout_r       12
## metal layers
metal / GRT usage, % / vias to the layer above / routed length [um]
met5: 0 / - / 0
met4: 1.92 / 0 / 47
met3: 6.57 / 5 / 424
met2: 16.9 / 86 / 1390
met1: 13.9 / 415 / 1080
li1: - / 416 / -
## cell type report
class	count	area (um^2)
Fill cell	436	2630
Sequential cell	46	1380
Timing Repair Buffer	100	998
Tap cell	70	87.6
Clock buffer	6	72.6
Multi-Input combinational cell	4	21.3
Clock inverter	2	8.76
Inverter	2	7.51
## power by group through the flow
| stage | Sequential, mW | Combinational, mW | Clock (mW) |
|---|---|---|---|
| CTS | 0.896 | 0.240 | 0.403 |
| global route | 0.903 | 0.254 | 0.429 |
| finish | 0.894 | 0.234 | 0.381 |
## cells in the final DEF, fill, tap and decap left out, drive strengths merged
master,instances
dfrtp,1
nor2,2
clkbuf,6
inv,2
clkinv,2
buf,1
and2,1
edfxtp,45
or4,1
clkdlybuf4s50,99
## final timing paths
kind | start | to | slack, ns | cells past startpoint
worst max-delay path | pready | ibrdy | 0.58 | 3
worst min-delay path | rst_n | stated.qout_r | 0.38 | 1
worst max register to register | stated.qout_r | wdatd.qout_r[18] | 1.18 | 2
worst min register to register | stated.qout_r | stated.qout_r | 0.60 | 2
max in group asynchronous | rst_n | stated.qout_r | 2.22 | 1
min in group clk0 | stated.qout_r | stated.qout_r | 0.60 | 2
## metrics by stage
| step | area [um^2] | util [%] | hold slack, ns | worst slack, ns |
|---|---|---|---|---|
| final | 2570 | 49.4 | 0.383 | 0.576 |
| after global routing | 2570 | 49.4 | 0.359 | 0.515 |
| after CTS | 2570 | 49.4 | 0.369 | 0.569 |
| after detailed placement | 2490 | 47.9 | 0.581 | 0.573 |
| after global placement | 2490 | 47.9 | 0.559 | 0.579 |
| after floorplan | 1650 | - | 0.244 | 1.04 |
Power figures rest on the tool's default switching activity, not on a simulated workload.
