==> /design/flow/design.v <==
module dfflr # (
  parameter DW = 32,
  parameter RDT = 0
  ) (
  input               lden, 
  input      [DW-1:0] dnxt,
  output     [DW-1:0] qout,
  input               clk,
  input               rst_n
);
reg [DW-1:0] qout_r;
always @(posedge clk or negedge rst_n)
begin : DFFLR_PROC
  if (rst_n == 1'b0)
    qout_r <= RDT;
  else if (lden == 1'b1)
    qout_r <= #1 dnxt;
end
assign qout = qout_r;
endmodule
module iob2axi4 #(
    parameter AXI_ADDR_W = 32,
    parameter AXI_DATA_W = 32
)(
    input                     clk,
    input                     rst_n,
    output [AXI_ADDR_W-1:0]   m_axi_awaddr,    
    output [7:0]              m_axi_awlen,     
    output [2:0]              m_axi_awsize,    
    output [1:0]              m_axi_awburst,   
    output                    m_axi_awlock,    
    output [3:0]              m_axi_awcache,   
    output [2:0]              m_axi_awprot,    
    output [3:0]              m_axi_awqos,     
    output                    m_axi_awvalid,   
    input                     m_axi_awready,   
    output [AXI_DATA_W-1:0]   m_axi_wdata,     
    output [AXI_DATA_W/8-1:0] m_axi_wstrb,      
    output                    m_axi_wlast,     
    output                    m_axi_wvalid,    
    input                     m_axi_wready,    
    input  [1:0]              m_axi_bresp,     
    input                     m_axi_bvalid,    
    output                    m_axi_bready,    
    output [AXI_ADDR_W-1:0]   m_axi_araddr,    
    output [7:0]              m_axi_arlen,     
    output [2:0]              m_axi_arsize,    
    output [1:0]              m_axi_arburst,   
    output                    m_axi_arlock,    
    output [3:0]              m_axi_arcache,   
    output [2:0]              m_axi_arprot,    
    output [3:0]              m_axi_arqos,     
    output                    m_axi_arvalid,   
    input                     m_axi_arready,   
    input  [AXI_DATA_W-1:0]   m_axi_rdata,     
    input  [1:0]              m_axi_rresp,     
    input                     m_axi_rlast,     
    input                     m_axi_rvalid,    
    output                    m_axi_rready,   
    input                     val,
    output                    rdy,
    input  [31:0]             adr,
    input  [3:0]              wen,
    input  [31:0]             wdat,
    output [31:0]             rdat
    );
    localparam IDLE=2'h0, WRITE=2'h1, READ=2'h2, WRESPONSE=2'h3;
    wire [1:0] state_r;
    wire [1:0] state_nx;
    assign state_nx = (state_r == IDLE)  ? ((| wen) ? WRITE
                                          :           READ )
                    : (state_r == WRITE) ? WRESPONSE
                    :                      IDLE;
    wire aw_hs = m_axi_awvalid & m_axi_awready;
    wire w_hs  = m_axi_wvalid  & m_axi_wready;
    wire b_hs  = m_axi_bvalid  & m_axi_bready;
    wire ar_hs = m_axi_arvalid & m_axi_arready;
    wire r_hs  = m_axi_rvalid  & m_axi_rready;
    wire state_en = ((state_r == IDLE ) & (aw_hs | ar_hs))
                  | ((state_r == WRITE) & w_hs)
                  | ((state_r == READ ) & r_hs)
                  | ((state_r == WRESPONSE) & b_hs);
    dfflr #(2, 2'b0) stated (state_en, state_nx, state_r, clk, rst_n);
    assign m_axi_awlen   = 8'b0;
    assign m_axi_awsize  = 3'b010;
    assign m_axi_awburst = 2'b01;
    assign m_axi_awlock  = 1'b0;
    assign m_axi_awcache = 4'b0010;
    assign m_axi_awprot  = 3'b0;
    assign m_axi_awqos   = 4'b0;
    assign m_axi_awaddr  = adr;
    assign m_axi_awvalid = (| wen) & val & (state_r == IDLE);
    assign m_axi_wlast   = 1'b1;
    assign m_axi_wdata   = wdat;
    assign m_axi_wstrb   = wen;
    assign m_axi_wvalid  = (state_r == WRITE);
    assign m_axi_bready  = state_r == WRESPONSE;
    assign m_axi_arlen   = 8'b0;
    assign m_axi_arsize  = 3'b010;
    assign m_axi_arburst = 2'b01;
    assign m_axi_arlock  = 1'b0;
    assign m_axi_arcache = 4'b0010;
    assign m_axi_arprot  = 3'b0;
    assign m_axi_arqos   = 4'b0;
    assign m_axi_araddr  = adr;
    assign m_axi_arvalid = (~(| wen)) & val & (state_r == IDLE);
    assign m_axi_rready  = state_r == READ;
    assign rdy = r_hs | b_hs;
    assign rdat = m_axi_rdata;
endmodule
==> /design/flow/run.sh <==
#!/bin/bash
# OpenROAD 26Q1-2900-gdf79404cd8, Yosys 0.63+post, stock flow scripts
make -C /OpenROAD-flow-scripts/flow DESIGN_CONFIG=/design/flow/config.mk WORK_HOME=/design/flow/orfs finish
==> /design/flow/config.mk <==
export PLATFORM = sky130hd
export DESIGN_NAME = iob2axi4
export DESIGN_NICKNAME = iob2axi4
export VERILOG_FILES = /design/flow/design.v
export SDC_FILE = /design/flow/constraint.sdc
export NUM_CORES = 4
export LEC_CHECK = 1
export CORE_AREA = 10 10 124 124
export DIE_AREA = 0 0 134 134
==> /design/flow/constraint.sdc <==
current_design iob2axi4

set clk_period 2.6
set clk_io_pct 0.2

create_clock -name clk0 -period $clk_period [get_ports {clk}]

set non_clock_inputs [all_inputs -no_clocks]
set_input_delay [expr $clk_period * $clk_io_pct] -clock clk0 $non_clock_inputs
set_output_delay [expr $clk_period * $clk_io_pct] -clock clk0 [all_outputs]
==> results.py <==
# Flow results
metrics = {
    "clock_network": {
        "clock_sinks": 4,
        "root_buffer": "clkbuf_16",
        "clkTransAtPathRegs_ns": 0.03,
        "cts_tree": "built",
        "htreeDepth": 1,
        "clk_latency_ns": 0.23,
        "ctsHoldBuffers": 0,
        "cts.path.max_buffers": 2,
        "cts_buffers": 3,
    },
    "synthesis": {
        "yosys_area_um2": 1630,
        "simple_gate_area_frac": 0.0445,
        "top_logic_kind": "buffers and inverters",
        "yosysUniqueCellTypes": 20,
        "ys_seq_frac": 0.0622,
        "xor_share": 0,
        "ys_sh_mux": 0.00921,
        "netlist_instances": 208,
        "yosysWarnings": 1,
        "avgSynthCellArea_um2": 7.84,
        "ys_cells": 208,
        "synth_adder_area_share": 0,
        "ys_sh_aoi": 0.0345,
        "ys.flops": 4,
        "synth_area_um2": 1630,
    },
    "floorplanning": {
        "fp_util": 0.129,
        "die_x_um": 134,
        "io_pins": 302,
        "die_h_um": 134,
        "num_rows": 41,
        "core_um2": 12700,
        "fp.dieArea_um2": 18000,
    },
    "finish": {
        "fin_util": 0.0765,
        "final_area_um2": 970,
        "syn_to_final_growth_pct": -40.5,
        "fillCellCount": 1506,
        "layout_top_cells": "51 x conb_1, 18 x clkdlybuf4s50_1",
        "drive_above_1_share": 0.137,
        "layout_top_cell": "conb_1",
        "stdcell_count": 274,
    },
    "timing": {
        "skew_ns": 0.00544,
        "finalMaxSlewViolations": 0,
        "rsz0062_at_grt": "false",
        "worst_hold_slack_ns": 0.506,
        "setup_violations": 0,
        "max_freq_mhz": 394,
        "fin_crit_ns": 2.54,
        "setup-tns-final_ns": 0,
        "period_used_share": 0.976,
        "hold_violations": 0,
    },
    "drt": {
        "vias": 626,
        "first_iter_violations": 26,
        "ant_nets": 0,
        "drc": 0,
        "viasPerCell": 2.28,
        "drt-total-wl_um": 4220,
        "firstDrtPassIters": 4,
        "wl_per_cell_um": 15.4,
        "diodes": 0,
    },
    "placement": {
        "dp_hpwl_um": 3660,
        "place_area_um2": 888,
        "dp.cells": 270,
        "numPortBuffers": 21,
        "globalplace.congestion": 0.675,
    },
    "worst_setup_path": {
        "crit_slowest_cell": "clkdlybuf4s50_1",
        "cp.required_ns": 2.08,
        "startpoint_type": "input port",
        "startpoint": "wen[3]",
        "crit_family": "buffers and inverters",
        "reg2reg_depth": 4,
        "crit_buf_inv": 2,
        "path_cells": "clkdlybuf4s50_1 -> or4_4 -> and3_2 -> clkdlybuf4s50_1",
        "path_depth": 4,
        "crit_path_frequent_cell": "clkdlybuf4s50_1",
        "crit_fanout": 3,
        "cp-end-kind": "output port",
        "r2r_start": "stated.qout_r[2]",
        "cp.arrival_ns": 2.02,
        "critical_path_class": "input port to output port",
        "cp_slowest_stage_delay_ns": 0.45,
    },
    "grt": {
        "grt_pass1_vias": 806,
        "grt_use_total": 0.0423,
        "grt_max_degree": 7,
        "grt-ovfl-total": 0,
        "grt_pass1_wl_um": 5490,
        "antenna_found_initial": 1,
    },
    "run": {
        "drv_cap": 0,
        "warning_count": 30,
    },
    "worst_hold_path": {
        "hp-class": "input port to asynchronous set/reset pin",
    },
    "outcome": {
        "status": "complete, no violations",
    },
    "power_and_ir_drop": {
        "power_density_nw_per_um2": 354,
        "max-vdd-ir-drop_mv": 0.230,
        "leakagePower_uw": 0.000414,
    },
}
## final timing paths
kind	to	slack [ns]
setup / recovery	m_axi_awvalid	0.06
hold / removal	stated.qout_r[2]	0.51
setup reg to reg	flop	1.03
hold reg to reg	flop	0.55
max in group asynchronous	asynchronous set/reset pin	1.84
min in group clk0	flop	0.55
## report_power, final
group          switching, µW  internal [µW]
clock                   44.8            203
combinational           12.8           19.8
sequential                 0           62.7
## cells by family after synthesis
group,Yosys count
AOI/OAI and AO/OA,7
muxes,1
other,2
DFF,4
buffers and inverters,184
and+or+nand+nor,10
## layer usage
layer / vias to the layer above / GRT usage / wire length [µm]
met5: - / 0 / 13
met4: 2 / 0.0653 / 664
li1: 200 / - / -
met1: 211 / 0.0211 / 777
met3: 69 / 0.0656 / 1310
met2: 144 / 0.0446 / 1450
## area by class of cell
class / count / area (µm²) / area share
Inverter: 1 / 3.75 / 0.00387
Clock buffer: 4 / 78.8 / 0.0813
Multi-Input combinational cell: 69 / 342 / 0.352
Tap cell: 172 / 215 / 0.222
Timing Repair Buffer: 24 / 229 / 0.236
Sequential cell: 4 / 101 / 0.105
## cells in the mapped netlist
| cell | n | share of area |
|---|---|---|
| a22o_1 | 1 | 0.0054 |
| and3_4 | 1 | 0.0069 |
| a222oi_1 | 1 | 0.0061 |
| buf_4 | 183 | 0.84 |
| nand3_1 | 2 | 0.0061 |
| or2_0 | 1 | 0.0038 |
| dfstp_2 | 1 | 0.016 |
| mux2_4 | 1 | 0.0092 |
| o32a_1 | 1 | 0.0061 |
| or4_4 | 1 | 0.0069 |
| or2b_1 | 1 | 0.0046 |
| conb_1 | 2 | 0.0046 |
| a21oi_1 | 2 | 0.0061 |
| dfrtp_1 | 3 | 0.046 |
| a31o_2 | 2 | 0.011 |
| nand2b_1 | 1 | 0.0038 |
| and3_1 | 1 | 0.0038 |
| nor4_1 | 1 | 0.0038 |
| inv_1 | 1 | 0.0023 |
| and3_2 | 1 | 0.0046 |
## worst reg2reg max path, cell delays in order (launching register included)
cell,delay (ns)
dfrtp_1,0.42
a222oi_1,0.36
buf_4,0.19
and3_4,0.19
mux2_4,0.29
## through the flow
| stage | worst slack, ns | power [µW] |
|---|---|---|
| after CTS | 0.000121 | 349 |
| after detailed placement | -0.0606 | 99.4 |
| after floorplan | 0.723 | 239 |
| after global placement | -0.0541 | 99.5 |
| after global routing | 0.0185 | 357 |
| final | 0.0635 | 343 |
## what timing repair did
item | 4_1_cts | 5_1_grt
resized | 3 | 1
pin swaps | 1 | 1
buffers inserted | 0 | 0
endpoints found under the setup margin | 2 | 1
No activity file was given, so power comes from the tool's default toggle rates.
